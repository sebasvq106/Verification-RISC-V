**flow/config.mk**
```make
export PLATFORM = sky130hd
export DESIGN_NAME = RegFile
export DESIGN_NICKNAME = RegFile
export VERILOG_FILES = /design/flow/design.v
export SDC_FILE = /design/flow/constraint.sdc
export NUM_CORES = 4
export LEC_CHECK = 1
export CORE_UTILIZATION = 30
```
**flow/constraint.sdc**
```tcl
current_design RegFile

set clk_period 11.7
set clk_io_pct 0.2

create_clock -name clk0 -period $clk_period [get_ports {clk}]

set non_clock_inputs [all_inputs -no_clocks]
set_input_delay [expr $clk_period * $clk_io_pct] -clock clk0 $non_clock_inputs
set_output_delay [expr $clk_period * $clk_io_pct] -clock clk0 [all_outputs]
```
**flow/design.v**
```verilog
`timescale 1ns / 1ps
module RegFile#(
      parameter DATA_WIDTH   = 32,   
      parameter ADDRESS_WIDTH = 5,  
      parameter NUM_REGS = 32
   )
   (
   input  clk,  
   input  rst, 
   input  rg_wrt_en,  
   input  [ADDRESS_WIDTH-1:0] rg_wrt_dest,  
   input  [ADDRESS_WIDTH-1:0] rg_rd_addr1,  
   input  [ADDRESS_WIDTH-1:0] rg_rd_addr2,  
   input  [DATA_WIDTH-1:0] rg_wrt_data,  
   output logic [DATA_WIDTH-1:0] rg_rd_data1,  
   output logic [DATA_WIDTH-1:0] rg_rd_data2  
   );
integer 	 i;
logic [DATA_WIDTH-1:0] register_file [NUM_REGS-1:0];
always @(negedge clk) begin
   if(rst==1'b1)
      for (i = 0; i < NUM_REGS; i = i + 1)
          register_file[i] <= 0;
   else if(rst==1'b0 && rg_wrt_en==1'b1)
      register_file[rg_wrt_dest] <=rg_wrt_data;
end
assign rg_rd_data1 = register_file[rg_rd_addr1];
assign rg_rd_data2 = register_file[rg_rd_addr2];
endmodule
```
**flow/run.sh**
```bash
#!/bin/bash
# OpenROAD 26Q1-2900-gdf79404cd8, Yosys 0.63+post, stock flow scripts
make -C /OpenROAD-flow-scripts/flow DESIGN_CONFIG=/design/flow/config.mk WORK_HOME=/design/flow/orfs finish
```
==> impl_summary.log <==
[report] extracting results
[metrics] result of the run: completed
[metrics] Clock transition at path regs: 0.03 ns
[metrics] final design area excluding fillers: 67900 sq um
[metrics] number of warnings issued by yosys: 1
[metrics] Slew @ Worst Pin: 0.920 ns
[metrics] library cell used as clock root buffer: clkbuf_16
[metrics] average via count per standard cell: 5.10
[metrics] Clock Sinks: 1024
[metrics] via count of the first global-routing pass: 44200
[metrics] number of warnings in the stage logs: 1027
[metrics] Lkg Pwr: 29.9 nW
[metrics] number of antenna violations at the first check in global routing: 12
[metrics] Worst EP arrival: 8.95 ns
[metrics] count of flip-flops with a built-in enable after synthesis: 1024
[metrics] Residual DRC: 0
[metrics] aggregate routed wire length: 197 mm
[metrics] TritonCTS clock tree: done
[metrics] gate count of the mapped netlist: 4641
[metrics] HP Start: rg_rd_addr2[1]
[metrics] final core utilization: 0.365
[metrics] unrepaired setup endpoints after global routing: no
[metrics] Clock H-tree levels: 3
[metrics] Post-Synthesis Mean Instance Area: 12.1 sq um
[metrics] placed wire-length estimate: 115 mm
[metrics] hold_buf cts: 0
[metrics] post-cts gate resize count: 0
[metrics] pre-placement core utilization: 0.302
[metrics] share of async-settable or async-resettable flops after synthesis: 0
[metrics] type of the worst setup path: register to output pin
[metrics] Endpoint, Worst Hold: rg_rd_data2[16]
[metrics] Data required, critical path: 9.36 ns
[metrics] maximum buffer depth of the clock tree: 3
[metrics] register with the most flip-flops: register_file
[metrics] count of nets left with antenna violations after detail routing: 0
[metrics] x dimension of the die: 435 microns
[metrics] Hold Crit Class: input pin to output pin
[metrics] Top Layout Cells: inv_1 (1046), and2_1 (1024), mux2i_1 (1024), edfxtp_1 (1024), nand2_1 (194)
[metrics] GRT Overall Usage: 0.215
[metrics] Slew Viols, Final: 0
[metrics] die height: 435 microns
[metrics] count of instantiated cells in the yosys netlist: 4641
[metrics] mapped cell area: 56200 sq um
[metrics] 1st-pass router iterations: 6
[metrics] Core Region: 186000 sq um
[metrics] total placed instance area: 60100 sq um
[metrics] setup_tns: 0 ns
[metrics] max reg flops: 1024
[metrics] yosys stat area: 56200 sq um
[metrics] routed vias: 41800
[metrics] GP Congestion: 0.897
[metrics] number of buffers created by CTS: 112
[metrics] registers with the highest flip-flop counts: register_file: 1024 flops
[metrics] DR iter-0 viols: 3018
[metrics] final setup fails: 0
[metrics] Max rail drop VDD: 0.117 mV
[metrics] worst-path fanout max: 2
[metrics] floorplan row count: 158
[metrics] Max-Cap Viols: 0
[metrics] final setup slack of the worst path: 0.408 ns
[metrics] most frequently used flop master after synthesis: edfxtp_1
[metrics] fraction of final layout cells with drive strength greater than 1: 0.0778
[metrics] Post-CTS Setup Bufs: 0
[metrics] most frequent logic cell in the layout: inv_1
[metrics] number of synthesized register bits: 1024
[metrics] power per standard cell area: 157 nW/um^2
[metrics] area enclosed by the die boundary: 189000 sq um
[metrics] startpoint kind of the worst setup timing path: register
[metrics] sequential area share after synthesis: 0.547
[metrics] pre-CTS setup slack: 0.644 ns
[metrics] Port Buffer Count: 113
[metrics] ports placed on the boundary: 114
[metrics] instance count along the most critical hold path: 6
[metrics] wire length of the first global-routing pass: 283 mm
[metrics] synth-to-layout area growth: 20.8%
[metrics] routed len/inst: 24.1 microns
[metrics] Setup crit end kind: output pin
[metrics] total grt overflow: 0
[metrics] number of library cell types mapped by synthesis: 31
[metrics] worst rel slew slack: 0.383
[metrics] Final Hold Violating Endpoints: 0
[metrics] maximum number of pins on one net before global-route repair: 92
worst max-delay path, stage by stage (launching register included):
cell             delay (ns)
edfxtp_1               0.37
mux2i_1                0.16
a22o_1                 0.25
nor3_1                 0.10
a31oi_1                0.67
nand3_1                0.30
clkdlybuf4s50_1        0.49
through the flow:
step,std cells,total power [W],hold WS (ns)
finish,8189,0.0106,6.03
detailed placement,6951,0.00601,6.06
CTS,8187,0.0108,6.07
global route,8187,0.0113,6.09
global placement,6951,0.00599,6.08
floorplan,4641,0.00551,4.94
layer usage:
layer  wire length (microns)  vias to the layer above  global-route usage
met5                     168                        -             0.00353
met4                    7910                       18               0.101
met3                   25600                      422               0.129
met2                   91900                     2255               0.319
met1                   71900                    20200               0.249
li1                        -                    18900                   -
worst max path at each step:
| stage | startpoint | to | slack [ns] | cells after the start |
|---|---|---|---|---|
| final | register_file[3][3]$_SDFFCE_NN0P_ | rg_rd_data2[3] | 0.41 | 6 |
| after global routing | register_file[2][1]$_SDFFCE_NN0P_ | rg_rd_data1[1] | 0.31 | 6 |
| after CTS | register_file[3][3]$_SDFFCE_NN0P_ | rg_rd_data2[3] | 0.37 | 6 |
synth_stat cells (53+ instances only):
cell type,number,area [sq um]
buf_2,53,265
buf_4,83,623
nand2_1,196,736
a21oi_1,192,961
nor3_1,64,320
and2_1,1026,6420
clkbuf_1,247,927
edfxtp_1,1024,30700
nand3_1,193,966
mux2i_1,1024,10200
a22o_1,128,1120
a22oi_1,192,1440
a31oi_1,64,400
power breakdown:
group          total, W  internal, W  switching [W]
Combinational   0.00109     0.000399       0.000690
Clock           0.00519      0.00274        0.00245
Sequential      0.00437      0.00427       0.000102
area by class of cell:
cell class,count,area [sq um]
repair buffers,278,2830
clock buffers,113,2830
fillers,17700,118000
multi-input cells,3168,23400
flip-flops and latches,1024,30700
diodes,2,5.00
well taps,2480,3100
clock inverters,1124,4980
cell families after synthesis:
group           count (synthesis)  synth area share
buf+inv                       449            0.0397
simple gates                 1568             0.161
flops                        1024             0.547
mux                          1024             0.182
compound gates                576            0.0698
Power is estimated from default activity; no workload was simulated.
