<file path="/design/flow/run.sh">
#!/bin/bash
# OpenROAD 26Q1-2900-gdf79404cd8, Yosys 0.63+post, stock flow scripts
make -C /OpenROAD-flow-scripts/flow DESIGN_CONFIG=/design/flow/config.mk WORK_HOME=/design/flow/orfs finish
</file>
<file path="/design/flow/config.mk">
export PLATFORM = sky130hd
export DESIGN_NAME = imm_Gen
export DESIGN_NICKNAME = imm_Gen
export VERILOG_FILES = /design/flow/design.v
export SDC_FILE = /design/flow/constraint.sdc
export NUM_CORES = 4
export LEC_CHECK = 1
export CORE_AREA = 10 10 70 70
export DIE_AREA = 0 0 80 80
</file>
<file path="/design/flow/constraint.sdc">
current_design imm_Gen

set clk_period 6.9
set clk_io_pct 0.2

create_clock -name clk0 -period $clk_period

set non_clock_inputs [all_inputs -no_clocks]
set_input_delay [expr $clk_period * $clk_io_pct] -clock clk0 $non_clock_inputs
set_output_delay [expr $clk_period * $clk_io_pct] -clock clk0 [all_outputs]
</file>
<file path="/design/flow/design.v">
`timescale 1ns / 1ps
module imm_Gen(
    input logic [31:0] inst_code,
    output logic [31:0] Imm_out);
    logic [4:0] srai;
    assign srai = inst_code[24:20];
always_comb
    case(inst_code[6:0])
        7'b0000011       : 
            Imm_out = {inst_code[31]? {20{1'b1}}:20'b0 , inst_code[31:20]};
      7'b0010011       :
            begin 
            if((inst_code[31:25]==7'b0100000&&inst_code[14:12]==3'b101)||(inst_code[14:12]==3'b001)||inst_code[14:12]==3'b101)
              Imm_out = {srai[4]? {27{1'b0}}:27'b0,srai};
            else
              Imm_out = {inst_code[31]? {20{1'b1}}:20'b0 , inst_code[31:20]};
            end
        7'b0100011      : 
            Imm_out = {inst_code[31]? 20'b1:20'b0 , inst_code[31:25], inst_code[11:7]};
        7'b1100011      : 
            Imm_out = {inst_code[31]? 20'b1:20'b0 , inst_code[7], inst_code[30:25],inst_code[11:8],1'b0};
        7'b1100111      : 
            Imm_out = {inst_code[31]? 20'b1:20'b0 , inst_code[30:25], inst_code[24:21], inst_code[20]};
        7'b0010111      : 
            Imm_out = {inst_code[31]? 1'b1:1'b0 , inst_code[30:20], inst_code[19:12],12'b0};
        7'b0110111      : 
            Imm_out = {inst_code[31:12], 12'b0};
        7'b0110111      : 
            Imm_out = {inst_code[31:12], 12'b0};
        7'b1101111      : 
            Imm_out = {inst_code[31]? 20'b1:20'b0 , inst_code[19:12], inst_code[19:12],inst_code[20], inst_code[30:25],inst_code[24:21],1'b0};
        default                    : 
            Imm_out = {32'b0};
    endcase
endmodule
</file>
==> flow_metrics.env <==
# yosys + openroad results
export IMPL_worstMarginPinSlew_ns=0.733
export IMPL_p_seq_frac=0
export IMPL_hold_path_startpoint="inst_code[30]"
export IMPL_die_height_um=80
export IMPL_via_per_inst=4.52
export IMPL_tns_ns=0
export IMPL_dieArea_sq_um=6400
export IMPL_ctsHoldBuffers=0
export IMPL_globalRouteTotalUtil=0.0845
export IMPL_path_max_fanout=8
export IMPL_insertedDiodeCount=0
export IMPL_gp_congestion=0.802
export IMPL_maxCapViolCount=0
export IMPL_io_buffers=64
export IMPL_post_cts_setup_buffers=0
export IMPL_slew_headroom=0.506
export IMPL_drtIter0Drc=65
export IMPL_critPathCaptureType="primary output"
export IMPL_max_freq_ghz=0.198
export IMPL_synth_seq_area_share=0
export IMPL_rsz0062_at_grt="false"
export IMPL_synth_area_sq_um=556
export IMPL_yosys_stat_cells=82
export IMPL_synth_chip_area_sq_um=556
export IMPL_min_period_ns=5.06
export IMPL_p_leak_nw=0.539
export IMPL_critPathLaunch="inst_code[4]"
export IMPL_syn_inst=82
export IMPL_dieWidth_um=80
export IMPL_hold_class="in -> out"
export IMPL_holdPathEnd="Imm_out[10]"
export IMPL_synth_cell_types=28
export IMPL_mostFrequentLayoutCell="clkdlybuf4s50_1"
export IMPL_flop_area_sq_um=0
export IMPL_antenna_left=0
export IMPL_drtPass1Iterations=4
export IMPL_worstSetupPathType="in -> out"
export IMPL_antenna_found_initial=0
export IMPL_dpl_cell_area_sq_um=1230
export IMPL_start_kind="input port"
export IMPL_p_int_uw=25.8
export IMPL_power_per_cell_area_nw_per_um2=32.9
export IMPL_rows=21
export IMPL_vias=850
export IMPL_clockPowerShare=0
export IMPL_setup_violations=0
export IMPL_synth_avg_cell_area_sq_um=6.77
export IMPL_timing_final_ws_setup_ns=1.84
export IMPL_lay_top_cells="clkdlybuf4s50_1, a21o_1, inv_1, a221o_2, nor2_1"
export IMPL_vdd_drop_max_v=0.00000778
export IMPL_grt_pass1_wl_um=4530
export IMPL_place_ws_ns=1.83
export IMPL_final_hold_viol_count=0
export IMPL_num_io_pins=64
export IMPL_critPathRequiredTime_ns=5.52
export IMPL_fp_util=0.163
export IMPL_core_sq_um=3420
export IMPL_cp_arrival_ns=3.68
export IMPL_routed_wl_um=2950
export IMPL_warnings=32
export IMPL_power_frac_comb=1.000
export IMPL_first_global_vias=872
export IMPL_overflow=0
export IMPL_ys_warn_count=1
export IMPL_hold_depth=4
export IMPL_detail_route_wl_per_cell_um=15.7
export IMPL_swShare=0.362
export IMPL_nClkBuffers=0
export IMPL_min_period_over_period=0.733
export IMPL_cts_resized=0
export IMPL_seq_cell_count=0
export IMPL_fin_area_sq_um=1230
export IMPL_grt_max_degree=20
export IMPL_slew_violations=0
export IMPL_dp_hpwl_um=2460
export IMPL_switching_power_uw=14.6
export IMPL_drc=0
export IMPL_outcome="complete, no violations"
export IMPL_syn2layout_area_growth_pct=121
export IMPL_final_layout_size_suffix_gt1_frac=0.127
[synth_stat cells]
library cell | count | area share
clkbuf_2 | 1 | 0.0090
a2111oi_4 | 1 | 0.050
and3b_1 | 2 | 0.032
a31oi_1 | 1 | 0.011
nor3_1 | 2 | 0.018
buf_6 | 2 | 0.041
nand4b_1 | 1 | 0.016
o21ai_0 | 4 | 0.036
a221o_2 | 9 | 0.18
a22o_1 | 4 | 0.063
a21o_1 | 10 | 0.14
nor4_1 | 1 | 0.011
and3_2 | 1 | 0.014
nor2b_1 | 1 | 0.011
or3b_2 | 2 | 0.032
nand2_2 | 1 | 0.011
nor2_1 | 8 | 0.054
nand2_1 | 4 | 0.027
inv_1 | 9 | 0.061
nand3_1 | 4 | 0.036
clkbuf_1 | 2 | 0.014
buf_2 | 1 | 0.0090
or2_2 | 1 | 0.011
and4b_1 | 1 | 0.018
a2bb2oi_1 | 1 | 0.016
and2b_2 | 1 | 0.016
a21oi_1 | 5 | 0.045
nand4_1 | 2 | 0.023
[how the worst max path moves through the flow]
stage,end,depth (start not counted)
4_1_cts,Imm_out[13],5
5_1_grt,Imm_out[12],6
6_report,Imm_out[13],5
[area by class of cell]
class	count	area [sq um]
inverters	9	33.8
fillers	357	2190
repair buffers	66	656
well taps	46	57.6
multi-input cells	67	482
[worst max-delay path, stage by stage]
cell and delay (ns):
clkdlybuf4s50_1 0.62, or3b_2 0.47, a21oi_1 0.53, a21o_1 0.20
clkdlybuf4s50_1 0.48
[power groups by stage]
stage	clock (mW)	sequential [mW]	combinational, mW
6_report	0	0	0.0405
4_1_cts	0	0	0.0407
5_1_grt	0	0	0.0440
[kinds of logic (layout without fill, tap and decap cells)]
family,count (synthesis),after routing,share of synthesized area
AND-OR/OR-AND,35,35,0.538
buffers and inverters,15,75,0.133
AND/OR/NAND/NOR,32,32,0.329
[per-layer routing]
metal  wire length (um)  vias to the layer above  global-route usage
met4                  0                        0                   0
met2               1490                       32               0.145
met5                  0                        -                   0
li1                   -                      434                   -
met1               1250                      384               0.111
met3                208                        0              0.0193
[through the flow]
stage,std cells,utilization,hold WS (ns),total power [mW]
finish,188,0.360,3.67,0.0405
CTS,188,0.360,3.68,0.0407
global route,188,0.360,3.72,0.0440
floorplan,82,-,2.81,0.0120
global placement,188,0.360,3.67,0.0403
detailed placement,188,0.360,3.67,0.0404
Power and IR drop assume default switching activity.
