## flow/config.mk

```make
export PLATFORM = sky130hd
export DESIGN_NAME = alu
export DESIGN_NICKNAME = alu
export VERILOG_FILES = /design/flow/design.v
export SDC_FILE = /design/flow/constraint.sdc
export NUM_CORES = 4
export LEC_CHECK = 1
export CORE_UTILIZATION = 30
```

## flow/constraint.sdc

```tcl
current_design alu

set clk_period 20.4
set clk_io_pct 0.2

create_clock -name clk0 -period $clk_period

set non_clock_inputs [all_inputs -no_clocks]
set_input_delay [expr $clk_period * $clk_io_pct] -clock clk0 $non_clock_inputs
set_output_delay [expr $clk_period * $clk_io_pct] -clock clk0 [all_outputs]
```

## flow/design.v

```verilog
`timescale 1ns / 1ps
module alu#(
        parameter DATA_WIDTH = 32,
        parameter OPCODE_LENGTH = 4
        )(
        input logic [DATA_WIDTH-1:0]    SrcA,
        input logic [DATA_WIDTH-1:0]    SrcB,
        input logic [OPCODE_LENGTH-1:0]    Operation,
        output logic[DATA_WIDTH-1:0] ALUResult,
        output logic Con_BLT, 
        output logic Con_BGT,
        output logic zero
        );
        integer      i;
        always_comb
        begin
            ALUResult = 'd0;
            Con_BLT = 'b0;
            Con_BGT = 'b0;
            zero = 'b0;
            case(Operation)
            4'b0000:         
                    ALUResult = SrcA & SrcB;
            4'b0001:         
                    ALUResult = SrcA | SrcB;
            4'b0011:         
                    ALUResult = SrcA ^ SrcB;
            4'b0010:         
                    ALUResult = SrcA + SrcB;
            4'b0110: begin        
                    ALUResult = $signed(SrcA) - $signed(SrcB);
                    Con_BLT = ($signed(ALUResult) < $signed(1'd0));
                    Con_BGT = ($signed(ALUResult) > $signed(1'd0));
                    zero = ($signed(ALUResult) == $signed(1'd0));
                    end
            4'b0100:         
                    ALUResult = SrcA << SrcB;
            4'b0101:
                    ALUResult = SrcA < SrcB;
            4'b1010:
                    ALUResult = ($signed(SrcA)<$signed(SrcB));
            4'b0111:
                    begin        
                    ALUResult = SrcA - SrcB;
                    Con_BLT = SrcA < SrcB;
                    Con_BGT = SrcA > SrcB;
                    zero = (ALUResult == 1'd0);
                    end
            4'b1000:         
                    ALUResult = SrcA >> SrcB;
            4'b1100:         
                    ALUResult = $signed(SrcA) >>> SrcB;
            default: 
                    ALUResult = 'b0;
            endcase
        end
endmodule
```

## flow/run.sh

```bash
#!/bin/bash
# OpenROAD 26Q1-2900-gdf79404cd8, Yosys 0.63+post, stock flow scripts
make -C /OpenROAD-flow-scripts/flow DESIGN_CONFIG=/design/flow/config.mk WORK_HOME=/design/flow/orfs finish
```

==> results_dict.tcl <==
# place-and-route summary
set metrics [dict create \
    yosysTopAreaCell "ha_1" \
    wire_per_inst_um 30.4 \
    crit_arrival_ps 9920 \
    slew_viol_final 0 \
    drive_gt1_share_pct 7.46 \
    yosys_warnings 1 \
    clkbuf_count 0 \
    syn_area_um2 9780 \
    coreArea_um2 31800 \
    postLayoutCellArea_um2 11200 \
    yosys.area.top_type_share_pct 12.3 \
    holdBufCountCts 0 \
    critPathKind "in -> out" \
    ir_worst_vdd_v 0.0000134 \
    worstPathRequired_ps 16320 \
    slew-limit-headroom_pct 17.6 \
    leakagePower_nw 4.39 \
    setup_viol 0 \
    initCoreUtil_pct 30.7 \
    wl_mm 60.6 \
    yosys-top-cells-area "ha_1 12%, a21oi_1 7.5%, nor2_1 6.9%" \
    via_per_inst 6.41 \
    startpoint_type "input pin" \
    drtAntennaViolNets 0 \
    dpl_cell_area_um2 11200 \
    outcome "completed" \
    period_used_pct 68.6 \
    syn-instance-count 1523 \
    postCtsSetupRepairBufs 0 \
    critical-path-slowest-cell "a2111oi_0" \
    first_pass_iters 5 \
    synth_cell_type_count 83 \
    min_period_ps 14000 \
    synth_area_per_cell_um2 6.42 \
    hold_path_depth 7 \
    drv_cap 0 \
    synth_seq_share_pct 0 \
    place.gp.congestion 1.06 \
    vias 12760 \
    cp_max_fo 14 \
    grt_pass1_vias 11722 \
    warning_count 96 \
    die_area_um2 33300 \
    cp-end-kind "output port" \
    grt.overflow.total 0 \
    dpl.hpwl_mm 48.3 \
    fillCellCount 3471 \
    io_pins 103 \
    fp.dieH_um 183 \
    n_sequential_cell 0 \
    die_x_um 183 \
    rows 65 \
    grt_usage_pct 36.5 \
    hold_class "in -> out" \
    grt_first_pass_wirelength_mm 86.4 \
    portBuffers 103 \
    worstPathCellList "clkdlybuf4s50_1 > buf_4 > clkinv_1 > ha_1 > nor2b_1 > o211a_1 > a211o_1 > a211oi_1 > o21a_1 > nor2_1 > a2111oi_0 > nand4_1 > nor4b_2 > nor3b_2 > clkdlybuf4s50_1" \
    tns_ps 0 \
    finalHoldViolCount 0 \
    crit_path_max_incr_delay_ps 1060 \
    fmax_mhz 71.4 \
    tightest_slew_ps 1200 \
    drcViolationCount 0 \
    antenna_found_initial 2 \
    area_growth_pct 14.9 \
    power_density_nw_per_um2 27.1 \
    yosys_area_um2 9780 \
    yosys_cells 1523 \
    cts-resized-gates 0 \
    rsz0062_at_grt "false" \
    grt_start_max_net_pins 65 \
    dr.first_iter.drc_count 1433 \
    seq_area_um2 0 \
    critPathMostFrequentCell "clkdlybuf4s50_1" \
]
[critical path, delay by kind of cell]
kind            cells  cell delay [ps]
buf+inv             4             1490
compound gates      5             2640
simple gates        5             1070
fa+ha+maj           1              630
[metrics by stage]
step	util (%)	total power (W)	hold WS [ps]	worst slack [ps]	cells
after floorplan	-	0.000174	8330	8440	1523
after global placement	35.3	0.000298	9350	6700	1989
after detailed placement	35.3	0.000295	9320	6720	1989
after CTS	35.3	0.000297	9350	6700	1989
after global routing	35.3	0.000322	9430	6190	1990
final	35.3	0.000305	9360	6400	1990
[path summary, 6_finish.rpt]
check | startpoint | end | slack [ps]
min | SrcB[3] | ALUResult[3] | 9360
max | SrcB[5] | zero | 6400
[metal layers]
| layer | vias up | track usage, % | wire length, um |
|---|---|---|---|
| li1 | 5743 | - | - |
| met1 | 6127 | 50.1 | 25800 |
| met2 | 755 | 55.9 | 26400 |
| met3 | 135 | 6.67 | 5080 |
| met4 | 0 | 16.0 | 3300 |
| met5 | - | 0 | 0 |
[area by class of cell]
class	instances	area [um2]	area share [%]
Antenna cell	1	2.50	0.0223
Inverter	100	375	3.34
Multi-Input combinational cell	1301	8920	79.4
Tap cell	435	544	4.84
Timing Repair Buffer	153	1390	12.4
[power breakdown]
group,internal (W),switching (W)
registers,0,0
logic,0.000112,0.000193
clock network,-0.0000000000000000127,0
[cell families (layout without fill, tap and decap cells)]
| kind of cell | Yosys count | after routing | synth area share, % |
|---|---|---|---|
| adders and majority gates | 98 | 98 | 12.7 |
| AOI/OAI and AO/OA | 555 | 555 | 38.0 |
| xor gates and xnor gates | 39 | 39 | 3.49 |
| muxes | 85 | 85 | 12.2 |
| and+or+nand+nor | 524 | 524 | 24.8 |
| other | 0 | 1 | 0 |
| buffers and inverters | 222 | 253 | 8.78 |
[cell usage in the layout (no fill, tap or decap), types with 13 or more instances in the layout]
cell type | synthesis | final
nor2_1 | 179 | 179
a21oi_1 | 146 | 146
nand2_1 | 136 | 136
o21ai_0 | 121 | 121
clkdlybuf4s50_1 | 0 | 99
ha_1 | 96 | 96
inv_1 | 94 | 94
mux2i_1 | 52 | 52
buf_4 | 1 | 52
nor3_1 | 50 | 50
nand3_1 | 37 | 37
a211oi_1 | 36 | 36
xnor2_1 | 30 | 30
o211ai_1 | 29 | 29
mux4_2 | 27 | 27
a221oi_1 | 24 | 24
nor2b_1 | 20 | 20
a31oi_1 | 20 | 20
and3_1 | 17 | 17
nor4_1 | 18 | 17
a21o_1 | 14 | 14
nand4_1 | 13 | 13
[cell usage after synthesis (16+ instances only)]
| master | n |
|---|---|
| nor2_1 | 179 |
| a21oi_1 | 146 |
| nand2_1 | 136 |
| o21ai_0 | 121 |
| ha_1 | 96 |
| inv_1 | 94 |
| clkbuf_1 | 93 |
| mux2i_1 | 52 |
| nor3_1 | 50 |
| nand3_1 | 37 |
| a211oi_1 | 36 |
| xnor2_1 | 30 |
| o211ai_1 | 29 |
| mux4_2 | 27 |
| a221oi_1 | 24 |
| a31oi_1 | 20 |
| nor2b_1 | 20 |
| nor4_1 | 18 |
| and3_1 | 17 |
| buf_1 | 16 |
Power and IR drop assume default switching activity.
